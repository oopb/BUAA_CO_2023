--- /design/flow/run.sh ---
#!/bin/bash
# OpenROAD 26Q1-2900-gdf79404cd8, Yosys 0.63+post, stock flow scripts
make -C /OpenROAD-flow-scripts/flow DESIGN_CONFIG=/design/flow/config.mk WORK_HOME=/design/flow/orfs finish
--- /design/flow/config.mk ---
export PLATFORM = sky130hd
export DESIGN_NAME = alu
export DESIGN_NICKNAME = alu
export VERILOG_FILES = /design/flow/design.v
export SDC_FILE = /design/flow/constraint.sdc
export NUM_CORES = 4
export LEC_CHECK = 1
export CORE_UTILIZATION = 40
--- /design/flow/constraint.sdc ---
current_design alu

set clk_period 17.2
set clk_io_pct 0.2

create_clock -name clk0 -period $clk_period [get_ports {clk}]

set non_clock_inputs [all_inputs -no_clocks]
set_input_delay [expr $clk_period * $clk_io_pct] -clock clk0 $non_clock_inputs
set_output_delay [expr $clk_period * $clk_io_pct] -clock clk0 [all_outputs]
--- /design/flow/design.v ---
`timescale 1ns / 1ps
`timescale 1ns / 1ps
`timescale 1ns / 1ps
module alu(
    input [31:0] input_a,
    input [31:0] input_b,
    input [1:0] op,
    input clk,
    input en,
    output reg [31:0] result
);
    wire [31:0] temp_result;
    assign temp_result = (op == 2'd0) ? (input_a + input_b) :
                         (op == 2'd1) ? (input_a - input_b) :
                         (op == 2'd2) ? (input_a & input_b) :
                                        (input_a | input_b);
    always @(posedge clk) begin
        if (en == 1'b1) begin
            result <= temp_result;
        end
        else begin
            result <= result;
        end
    end
endmodule
==> reports/metrics.csv <==
stage,metric,value,unit
synthesis,Syn. warnings,1,
worst_setup_path,crit-path max FO,12,
synthesis,async set or reset register ratio after synthesis,0,%
clock_network,CTS buffer count,5,
routing,Diodes inserted,0,
synthesis,AO/OA Area Share,27.9,%
timing,worst-margin pin slew,0.840,ns
routing,"antenna viol nets, final",0,
flow_run,tool warning count,88,
cells_and_area,max reg flops,32,
timing,total negative setup slack,0,ns
timing,"Slew Viols, Final",0,
worst_setup_path,crit path capture,result[24]$_DFFE_PP_,
flow_run,max cap viols,0,
synthesis,Netlist cell types,74,
synthesis,Logic family by area,AND-OR/OR-AND gates,
routing,Remaining DRCs,0,
power,leakage,3.06,nW
grt,GR met3 Demand/Resource,2.66,%
clock_network,cts repair resizes,0,
routing,First DRT Iteration DRCs,554,
cells_and_area,"commonest non-fill, non-tap cell in the layout",inv_1,
floorplanning,I/O pin cnt,100,
worst_setup_path,CP max-delay cell,nor4b_1,
floorplanning,Die Width,122,um
cells_and_area,P&R area growth vs syn,21.2,%
routing,detailed-route via count,5792,
synthesis,Mapped Cells,776,
timing,Max Fclk,145,MHz
floorplanning,Chip Height,122,um
routing,final WL,17000,um
grt,"Most Used Layer, Global Route",met2,
hold_path,worst hold path type,input port to register,
timing,max_slew headroom,44.0,%
cells_and_area,fill cell count,1360,
grt,GR met2 Demand/Resource,36.7,%
placement,RePlAce Congestion,0.958,
floorplanning,row count,43,
synthesis,Post-Syn Area,5790,um^2
timing,RSZ-0062 raised after global routing,false,
grt,initial antenna violation count,0,
cells_and_area,top flop regs,result (32),
clock_network,Worst-path clk slew,0.06,ns
timing,setup violators final,0,
power,peak supply drop,0.0000349,V
clock_network,clk root buf,clkbuf_16,
synthesis,"EDFF count, synth",32,
grt,largest net degree at the start of global routing,72,
cells_and_area,share of cells above drive strength 1,3.54,%
clock_network,CTS tree,yes,
cells_and_area,Reg with most FFs,result,
grt,met1 usage,35.9,%
timing,final clock period utilization by the worst path,40.0,%
routing,Via-to-Cell Ratio,5.64,
synthesis,"Simple Share, Synth",19.6,%
timing,"Hold Violations, Final",0,
synthesis,"Top FF cell, synth",edfxtp_1,
cells_and_area,Comb area,4280,um^2
cells_and_area,Reg area,961,um^2
cells_and_area,Top cells excl fill/tap,"100 x inv_1, 97 x clkdlybuf4s50_1, 95 x ha_1",
synthesis,MUX area fraction,2.92,%
floorplanning,Die Size,15000,um^2
worst_setup_path,CP Capture Type,register,
clock_network,largest buffer count on any clock path,2,
placement,Buffers on Ports,99,
worst_setup_path,Startpoint Class,input port,
placement,HPWL after detailed placement,13000,um
synthesis,synthesized flop and latch total,32,
grt,gr ovfl total,0,
worst_setup_path,Crit path depth,11,
grt,Total GRT Usage,23.5,%
clock_network,postcts setup bufs,0,
synthesis,Post-synth seq share,16.6,%
worst_setup_path,"Cell Chain, Critical Path",clkdlybuf4s50_1 > inv_1 > ha_1 > or4_1 > nor4b_1 > or3_1 > o32a_1 > o211ai_1 > o31a_1 > mux2i_1 > a311oi_1,
clock_network,htree depth,2,
cells_and_area,final core utilization,50.2,%
clock_network,CTS Hold Bufs,0,
synthesis,Yosys chip area,5790,um^2
synthesis,Adders+Majority by Area,21.2,%
worst_setup_path,Bufs and invs on worst path,2,
worst_setup_path,CP max stage delay,0.62,ns
timing,Fin Hold WS,3.69,ns
outcome,outcome,"complete, no violations",
worst_setup_path,Crit path arrival time,6.99,ns
clock_network,CTS Sinks,32,
hold_path,hold path depth,4,
timing,min Tclk post-route,6.89,ns
synthesis,yosys cell count,776,
grt,global-route wire length before repair,27000,um
worst_setup_path,Crit Path Category,input port to register,
worst_setup_path,largest delay contributor family on the critical path,simple AND/OR/NAND/NOR gates,
worst_setup_path,worst path required time,17.31,ns
floorplanning,fp util,41.4,%
synthesis,synthesized area per cell,7.47,um^2
power,PD cells,57.1,nW/um^2
routing,WL per Instance,16.5,um
worst_setup_path,CP startpoint,input_a[16],
grt,number of global-route vias before repair,5265,
floorplanning,core area,14000,um^2
routing,DRT Pass-1 Iters,7,
synthesis,yosys xor share,2.27,%
cell type report:
| class | count | area share [%] |
|---|---|---|
| Clock buffer | 6 | 1.83 |
| Clock inverter | 2 | 0.499 |
| Inverter | 103 | 5.50 |
| Multi-Input combinational cell | 601 | 60.9 |
| Sequential cell | 32 | 13.7 |
| Tap cell | 180 | 3.21 |
| Timing Repair Buffer | 103 | 14.4 |
power by group:
part | internal [W] | switching [W]
sequential | 0.0000995 | 0.00000283
clock | 0.0000683 | 0.0000400
combinational | 0.0000861 | 0.000104
total | 0.000254 | 0.000147
how the worst min path moves through the flow:
stage / startpoint / endpoint / slack [ns]
CTS: op[0] / result[4]$_DFFE_PP_ / 3.69
global route: op[0] / result[4]$_DFFE_PP_ / 3.72
finish: op[0] / result[4]$_DFFE_PP_ / 3.69
synth_stat cells, drive strengths merged (9+ instances only):
master / count / share of area (%)
a21o: 10 / 1.3
a21oi: 88 / 7.6
buf: 16 / 1.4
clkbuf: 24 / 1.6
edfxtp: 32 / 17
ha: 95 / 21
inv: 101 / 6.5
mux2i: 9 / 1.6
nand2: 52 / 3.4
nand3: 17 / 1.5
nand4: 9 / 0.97
nor2: 58 / 3.8
nor2b: 12 / 1.3
nor3: 21 / 1.8
nor4: 10 / 1.1
o211ai: 16 / 2.2
o21ai: 50 / 4.3
xnor2: 13 / 2.0
metrics by stage:
step	instance area (um^2)	cells	setup slack [ns]	total power (W)
final	7030	1027	10.31	0.000401
after global routing	7030	1027	10.30	0.000429
after CTS	7030	1027	10.45	0.000403
after detailed placement	6860	1019	10.17	0.000292
after global placement	6860	1019	10.16	0.000293
after floorplan	5790	776	11.19	0.000220
tightest hold or removal path, delay by kind of cell:
family | cells | cell delay (ns)
AND/OR/NAND/NOR | 1 | 0.09
buffers and inverters | 1 | 0.19
AND-OR/OR-AND | 2 | 0.14
cell families (layout without fill, tap and decap cells):
family / count (synthesis) / count (layout)
mux: 14 / 14
simple gates: 225 / 225
flops: 32 / 32
compound gates: 250 / 250
xor+xnor: 15 / 15
buf+inv: 143 / 214
fa+ha+maj: 97 / 97
layer usage:
layer  wire length (um)  up-vias
met4                289        0
met2               7590      176
li1                   -     2931
met3                972       19
met1               8130     2666
met5                  0        -
Power is estimated from default activity; no workload was simulated.
